### ./config.mk
export PLATFORM = sky130hd
export DESIGN_NAME = receiver
export DESIGN_NICKNAME = receiver
export VERILOG_FILES = /design/flow/design.v
export SDC_FILE = /design/flow/constraint.sdc
export NUM_CORES = 4
export LEC_CHECK = 1
export CORE_UTILIZATION = 40
### ./run.sh
#!/bin/bash
# OpenROAD 26Q1-2900-gdf79404cd8, Yosys 0.63+post, stock flow scripts
make -C /OpenROAD-flow-scripts/flow DESIGN_CONFIG=/design/flow/config.mk WORK_HOME=/design/flow/orfs finish
### ./design.v
module transmitter #(parameter BAUD = 9600, parameter [1:0] PARITY_TYPE = 0, parameter STOP = 0) (data,send,clk,out,sending);
	localparam [27:0] BAUD_COUNT = 28'd50000000 / BAUD;
	localparam PARITY_ = (PARITY_TYPE > 2) ? 2'b0 : PARITY_TYPE;  
	localparam STOP_   = (STOP > 1) ? 1'b0 : STOP;  
	localparam IDLE   = 4'd0;
	localparam START  = 4'd1;
	localparam B0     = 4'd2;
	localparam B7     = 4'd9;
	localparam PARITY = 4'd10;
	localparam STOP1  = 4'd11;
	localparam STOP2  = 4'd12;
	input [7:0] data;
	input send;
	input clk;
	output sending;
	output out;
	reg [3:0] state;
	reg parityTracker;
	reg prev_send;
	reg [27:0] baud_count;
	wire parity_out = (PARITY_ == 2'd1) ? parityTracker : ~parityTracker;
	wire data_out   = (state >= B0 && state <= B7) ? data[state - B0] : 1'b1;
	assign sending = state != IDLE;
	assign out = (state == START)                     ? 1'b0
				  : (state >= B0 && state <= B7)         ? data_out
				  : (state == PARITY && PARITY_ != 2'b0) ? parity_out
				  : 1'b1;
	always @(posedge clk) begin
		prev_send <= send;
		if(prev_send && !send && !sending) 
			state <= START;
		else if(baud_count == BAUD_COUNT) begin
			if(state ==  START) 
				parityTracker <=  1'b0;
			else parityTracker <= parityTracker ^ out;  
			if(state == B7 && PARITY_ == 2'b0)
				state <= STOP1;
			else if(state == STOP1 && STOP_)
				state <= STOP2;
			else if(state == STOP1 || state == STOP2)
				state <= IDLE;
			else state <= state + 4'd1;
		end
		if(sending) begin
			if(baud_count == BAUD_COUNT)
				baud_count <= 28'd0;
			else baud_count <= baud_count + 1'b1;
		end else baud_count <= 28'd0;
	end
endmodule	
module receiver #(parameter BAUD = 9600, parameter [1:0] PARITY_TYPE = 0, parameter STOP = 0) (in,clk,data_out,received,error);
	localparam [27:0] BAUD_COUNT = 28'd50000000 / BAUD;
	localparam PARITY_ = (PARITY_TYPE > 2) ? 2'b0 : PARITY_TYPE;  
	localparam STOP_   = (STOP > 1) ? 1'b0 : STOP;  
	localparam IDLE   		= 4'd0;
	localparam HALF_START    = 4'd1;  
	localparam B0     		= 4'd2, B1 = 4'd3, B2 = 4'd4, B3 = 4'd5;
	localparam B4     		= 4'd6, B5 = 4'd7, B6 = 4'd8, B7 = 4'd9;
	localparam PARITY 		= 4'd10;
	localparam STOP1  		= 4'd11;
	localparam STOP2  		= 4'd12;
	localparam END_HALF     = 4'd13;
	input in;
	input clk;
	output reg [7:0] data_out;
	output reg received;  
	output reg error;	   
	reg [3:0] state;
	reg parityTracker;
	reg [26:0] gap_counter;
	reg [27:0] half_counter;
	wire recieving = state != IDLE;	
	wire expected_parity = (PARITY_ == 2'd1) ? parityTracker : ~parityTracker;
	wire expectedBit = (state == HALF_START)                ? 1'b0
				        : (state == PARITY && PARITY_ != 2'b0) ? expected_parity
				        : (state == STOP1 || state == STOP2)   ? 1'b1
						  : 1'b1;  
	always @(posedge clk) begin
		if(!in && !recieving) begin
			state <= HALF_START;
			received <= 1'b0;  
			error <= 1'b0;
		end			
		if(half_counter == (BAUD_COUNT >> 1)) begin
			if(state == HALF_START) begin
				if(in != expectedBit) 
					state <= IDLE;  
				else begin
					state <= B0;
					parityTracker <= 1'b0;
				end
			end
			else state <= IDLE;  
		end
		if(gap_counter == BAUD_COUNT) begin
			case(state)
				B0,B1,B2,B3,B4,B5,B6: begin
							parityTracker <= parityTracker ^ in;  
							data_out <= {in, data_out[7:1]};
							state <= state + 4'd1;
				end
				B7: begin
							parityTracker <= parityTracker ^ in;  
							data_out <= {in, data_out[7:1]};
							state <= (PARITY_ == 2'b0) ? STOP1 : PARITY;
				end
				PARITY: begin
							if(in != expectedBit)
								error <= 1'b1;
							state <= STOP1;
				end
				STOP1,STOP2: begin
							if(in != expectedBit)
								error <= 1'b1;
							if(state == STOP1 && STOP_)
									state <= STOP2;
							else begin
								received <= 1'b1;
								state <= END_HALF;
							end
				end
			endcase
		end
		if(recieving) begin
			if(state == HALF_START || state == END_HALF) begin   
				if(half_counter == (BAUD_COUNT >> 1))
					half_counter <= 27'd0;
				else half_counter <= half_counter + 1'b1;
			end
			else if(gap_counter == BAUD_COUNT)  
				gap_counter <= 28'd0;
			else gap_counter <= gap_counter + 1'b1;
		end else begin              
			half_counter <= 27'd0;
			gap_counter <= 28'd0;
		end
	end
endmodule
### ./constraint.sdc
current_design receiver

set clk_period 4.5
set clk_io_pct 0.2

create_clock -name clk0 -period $clk_period [get_ports {clk}]

set non_clock_inputs [all_inputs -no_clocks]
set_input_delay [expr $clk_period * $clk_io_pct] -clock clk0 $non_clock_inputs
set_output_delay [expr $clk_period * $clk_io_pct] -clock clk0 [all_outputs]
==> results.txt <==
The synthesis and place-and-route flow finished, so here is a summary.

The synthesized area is ~3400 sq um. Post-synth the commonest register cell is sky130_fd_sc_hd__dfxtp_1. For this run, the script counts the antenna cells in the layout as 0. The post-synth tally of flip-flops with integrated enable came out at 8. Yosys mapped the design onto 39 distinct sky130hd cell types. The maximum clock path buffer count is 2. Setup repair after global routing left no endpoint under its margin. The final route contains 2559 vias. Per the OpenROAD floorplan log, the area of the die is 8753 sq um. The global route stage reports its total congestion overflow as 0.

The maximum clock frequency came out at 0.3842 GHz. The wire-length estimate of the detail-placed layout is 4238 microns. The placement row count came out at 33. The total wire length after detailed routing came out at 6395 microns. The final-report setup violation count is 0.

The count of final hold-check violations is 0. Per the GRT log, the top usage layer is met1. The per-cell routed wire length is 12.84 microns. The tally of filler cells in the layout came out at 770. The final weighted congestion in routability-driven placement came out at 0.8272.

The die extent in x came out at 93.56 microns. The largest net degree at the start of global routing came out at 29. The arrival time at the worst endpoint came out at around 2600 ps. For reference, the top cells by area after synthesis are sky130_fd_sc_hd__dfxtp_1 (36%), sky130_fd_sc_hd__xnor2_1 (8.1%), sky130_fd_sc_hd__edfxtp_1 (7.2%). The core utilization before placement is 0.4102. The total of flip-flops plus latches after synthesis is around 69. The kind of start point of the critical path is a register.

The layout overhead on the synthesized area is 12.24%. The critical path in this run is classified as register to register. The report counts max-capacitance violations totalling 0. The total routing usage reported by global routing is 0.1595.

The total cell area reported by yosys after synthesis is approximately 3400 sq um. The dominant cell by count in the synthesized netlist is sky130_fd_sc_hd__nor2_1. In the synthesized netlist the async set-or-reset flop fraction comes to 0. The floorplan step defined a core boundary enclosing 8175 sq um.

The via count of the first global-routing pass is between 2k and 2.5k. The highest ir drop seen on vdd came out at 0.0001774 V. The cell count after synthesis came out at 381. The kind of end point of the critical path is a register. The post-route antenna net violation count came out at 0. The met3 track demand over resource came out at 0.02564. TritonCTS built the clock tree. For the pin with the worst max-slew slack, the measured transition is 825.5 ps. The path class of the lowest-slack min-delay path is register to register. The final hold slack is 456.6 ps. The script computed a power per unit cell area of 325.9 nW/um^2.

The synthesized area per cell is slightly below 9 sq um. The run finished with clean final reports. The die outline height came out at 93.56 microns. The part of the Yosys area used for sequential elements is 0.4358. The highest fanout seen on the critical path came out at 11.

The worst path required time is 4470 ps. The post-placement cell area came out at 3526 sq um. The remaining max-slew budget at the tightest pin came out at 0.4481. In this run the tools logged warnings totalling 30. The number of cells upsized or downsized after cts came out at 0. The met1 usage in global routing is 0.2690. The worst setup skew after layout is 8.379 ps. The number of top-level pins came out at 12. The number of cell instances after yosys synthesis is 381.

The area share of the largest cell type after synthesis is 0.3642. The final cell count without fillers is 498. The register clock-pin slew on the reported worst setup and hold paths came out at 70 ps.

Once the clock tree was built, the setup fixing pass inserted 0 buffers. The starting DRC count in detailed routing came out at 134. The clock tree synthesis step divided the H-tree into 3 levels. The final report gives the standard cell area, fillers excluded, as 3764 sq um. The initial antenna violation count is 0. The wire length of the first global-routing pass is 10920 microns. The share of cells above drive strength 1 came out at 0.05344.

The reported leakage power is approximately 1.4 nW. The number of warnings printed during yosys synthesis came out at 1. The final-report max-slew violation count came out at 0. Yosys reports that the most numerous cell types are sky130_fd_sc_hd__nor2_1 (62), sky130_fd_sc_hd__dfxtp_1 (61), sky130_fd_sc_hd__xnor2_1 (31). The count of buffers from port buffering is 11. The insertion delay at the late pin of the worst-skew pair is 340 ps. The number of vias per cell after detailed routing is 5.139. Of the available clock period, the critical path in the final layout requires 0.5784.

Clock tree synthesis selected as its root buffer the cell sky130_fd_sc_hd__clkbuf_8. The most area-hungry cell type in the Yosys netlist is sky130_fd_sc_hd__dfxtp_1. The number of sinks driven by the clock tree came out at between 60 and 70. The DRC violations left came out at 0.

The aggregate negative setup slack came out at 0 ps. The placed cell count is 482. The first-pass detailed-route iteration total is 4. Buffers inserted during clock tree synthesis total 9.

The count of hold buffers inserted by post-cts repair came out at 0. The global routing usage on met2 is 0.2273. The final critical delay including setup and external delays came out at 2603 ps.
sequential cells by signal (all words and copies together), names as in the netlist:
signal        cells
gap_counter      27
received          1
state             4
error             1
data_out          8
half_counter     28
metrics by stage:
step / setup slack [ps] / util / power (mW)
2_1_floorplan: 2400 / - / 0.6347
3_3_place_gp: 1905 / 0.4313 / 0.6360
3_5_place_dp: 1922 / 0.4313 / 0.6360
4_1_cts: 1885 / 0.4604 / 1.242
5_1_grt: 1615 / 0.4604 / 1.273
6_report: 1897 / 0.4604 / 1.226
cell usage in the layout (no fill, tap or decap), types with 2 or more instances in the layout:
| master | synthesis | layout |
|---|---|---|
| sky130_fd_sc_hd__nor4_1 | 14 | 14 |
| sky130_fd_sc_hd__dfxtp_1 | 61 | 61 |
| sky130_fd_sc_hd__and2_1 | 8 | 8 |
| sky130_fd_sc_hd__clkdlybuf4s50_1 | 0 | 11 |
| sky130_fd_sc_hd__or4b_1 | 2 | 2 |
| sky130_fd_sc_hd__inv_1 | 13 | 13 |
| sky130_fd_sc_hd__edfxtp_1 | 8 | 8 |
| sky130_fd_sc_hd__nor3_1 | 12 | 12 |
| sky130_fd_sc_hd__o22ai_1 | 4 | 4 |
| sky130_fd_sc_hd__a21oi_1 | 9 | 9 |
| sky130_fd_sc_hd__nand4_1 | 16 | 16 |
| sky130_fd_sc_hd__bufinv_16 | 0 | 3 |
| sky130_fd_sc_hd__nand2_1 | 26 | 26 |
| sky130_fd_sc_hd__o21ai_0 | 8 | 8 |
| sky130_fd_sc_hd__nand3_1 | 16 | 16 |
| sky130_fd_sc_hd__buf_4 | 0 | 2 |
| sky130_fd_sc_hd__nor2_1 | 62 | 62 |
| sky130_fd_sc_hd__or3_1 | 4 | 4 |
| sky130_fd_sc_hd__xnor2_1 | 31 | 31 |
| sky130_fd_sc_hd__nor2b_1 | 3 | 3 |
| sky130_fd_sc_hd__ha_1 | 9 | 9 |
| sky130_fd_sc_hd__and4_1 | 5 | 5 |
| sky130_fd_sc_hd__mux2i_1 | 2 | 2 |
| sky130_fd_sc_hd__and3_1 | 9 | 9 |
| sky130_fd_sc_hd__nor4b_1 | 5 | 5 |
| sky130_fd_sc_hd__clkbuf_8 | 0 | 9 |
| sky130_fd_sc_hd__nor4_2 | 2 | 2 |
| sky130_fd_sc_hd__xor2_1 | 22 | 22 |
| sky130_fd_sc_hd__a211oi_1 | 2 | 2 |
worst paths after layout:
check	from	endpoint	slack [ps]	cells after the start
setup / recovery	gap_counter[0]	data_out[3]	1900	6
hold / removal	data_out[6]	data_out[5]	460	0
setup reg to reg	gap_counter[0]	data_out[3]	1900	6
hold reg to reg	data_out[6]	data_out[5]	460	0
kinds of logic (layout without fill, tap and decap cells):
group           Yosys count  after routing  share of synthesized area
xor+xnor                 53             53                     0.1384
fa+ha+maj                 9              9                    0.03358
simple gates            188            188                     0.2910
flops                    69             69                     0.4358
mux                       2              2                   0.005970
compound gates           30             30                    0.05560
buf+inv                  30             42                    0.03955
per-layer routing:
metal	vias to the layer above	part of all wire
met5	-	0
met3	9	0.035
met2	38	0.41
li1	1337	-
met1	1175	0.54
met4	0	0.014
critical path, stage by stage (launching register included):
cell and delay, ps:
sky130_fd_sc_hd__dfxtp_1 330, sky130_fd_sc_hd__inv_1 90, sky130_fd_sc_hd__ha_1 180, sky130_fd_sc_hd__nor4b_1 300, sky130_fd_sc_hd__and4_1 240, sky130_fd_sc_hd__nand4_1 390
sky130_fd_sc_hd__nor2_1 720
cell type report:
type	instances	area [sq um]	share of cell area
sequential	69	1461	0.3883
tap	105	131.4	0.03491
clock inverter	6	110.1	0.02926
inverter	13	48.80	0.01297
multi-input combinational	282	1759	0.4674
clock buffer	10	127.6	0.03391
timing repair buffer	13	125.1	0.03324
report_power, final:
part / internal [mW] / leakage, nW / switching (mW)
registers: 0.620 / 0.566 / 0
clock network: 0.369 / 0.115 / 0.236
logic: 0.000931 / 0.737 / 0.000692
Power is estimated from default activity; no workload was simulated.
